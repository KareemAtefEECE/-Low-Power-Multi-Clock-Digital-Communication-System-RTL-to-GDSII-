### flow/run.sh
#!/bin/bash
# OpenROAD 26Q1-2900-gdf79404cd8, Yosys 0.63+post, stock flow scripts
make -C /OpenROAD-flow-scripts/flow DESIGN_CONFIG=/design/flow/config.mk WORK_HOME=/design/flow/orfs finish
### flow/config.mk
export PLATFORM = sky130hd
export DESIGN_NAME = UART
export DESIGN_NICKNAME = UART
export VERILOG_FILES = /design/flow/design.v
export SDC_FILE = /design/flow/constraint.sdc
export NUM_CORES = 4
export LEC_CHECK = 1
export CORE_UTILIZATION = 40
### flow/constraint.sdc
current_design UART

set clk_period 3.5
set clk_io_pct 0.2

create_clock -name clk0 -period $clk_period [get_ports {RX_CLK}]
create_clock -name clk1 -period $clk_period [get_ports {TX_CLK}]

set non_clock_inputs [all_inputs -no_clocks]
set_input_delay [expr $clk_period * $clk_io_pct] -clock clk0 $non_clock_inputs
set_output_delay [expr $clk_period * $clk_io_pct] -clock clk0 [all_outputs]
### flow/design.v
module UART_TX(
    input wire CLK,
    input wire RST,
    input wire PAR_TYP,
    input wire PAR_EN,
    input wire[7:0] P_DATA,
    input wire Data_Valid,
    output wire TX_OUT,
    output wire Busy
);
wire Serial_En;
wire Serial_Done;
wire Serial_Data;
wire[1:0] MUX_Sel;
wire PARITY_BIT;
serializer U0_SER(
    .P_DATA(P_DATA),
    .ser_en(Serial_En),
    .busy(Busy),
    .Data_Valid(Data_Valid),
    .CLK(CLK),
    .RST(RST),
    .ser_done(Serial_Done),
    .ser_data(Serial_Data)
);
controller_fsm U0_FSM(
    .Data_Valid(Data_Valid),
    .PAR_EN(PAR_EN),
    .CLK(CLK),
    .RST(RST),
    .ser_done(Serial_Done),
    .ser_en(Serial_En),
    .mux_sel(MUX_Sel),
    .busy(Busy)
);
parity_calc U0_PARITY_CALC(
    .CLK(CLK),
    .RST(RST),
    .Data_Valid(Data_Valid),
    .P_DATA(P_DATA),
    .PAR_TYP(PAR_TYP),
    .par_bit(PARITY_BIT)
);
mux4x1 U0_MUX(
    .CLK(CLK),
    .RST(RST),
    .start_bit(1'b0),
    .stop_bit(1'b1),
    .ser_data(Serial_Data),
    .par_bit(PARITY_BIT),
    .mux_sel(MUX_Sel),
    .TX_OUT (TX_OUT)
);
endmodule
module UART_RX(
    input wire CLK,
    input wire RST,
    input wire RX_IN,
    input wire PAR_EN,
    input wire PAR_TYP,
    input wire[5:0] Prescale,
    output wire Data_valid,
    output wire[7:0] P_DATA
);
wire PAR_ERR,STRT_GLITCH,STP_ERR;
wire CNT_EN,SAMP_EN,PAR_CHK_EN,STRT_CHK_EN,STP_CHK_EN,DESER_EN;
wire SAMPLED_BIT;
wire[3:0] BIT_CNT;
wire[5:0] EDGE_CNT;
uart_rx_fsm fsm_inst(
    .clk(CLK),
    .rst(RST),
    .par_en(PAR_EN),
    .par_err(PAR_ERR),
    .strt_glitch(STRT_GLITCH),
    .stp_err(STP_ERR),
    .prescale(Prescale),
    .ser_data(RX_IN),
    .bit_cnt(BIT_CNT),
    .edge_cnt(EDGE_CNT),
    .counter_en(CNT_EN),
    .data_samp_en(SAMP_EN),
    .par_chk_en(PAR_CHK_EN),
    .strt_chk_en(STRT_CHK_EN),
    .stp_chk_en(STP_CHK_EN),
    .deser_en(DESER_EN),
    .data_valid(Data_valid)
);
edge_bit_counter counter_inst(
    .CLK(CLK),
    .RST(RST),
    .enable(CNT_EN),
    .par_en(PAR_EN),
    .prescale(Prescale),
    .bit_cnt(BIT_CNT),
    .edge_cnt(EDGE_CNT)
);
data_sampling samp_inst(
    .CLK(CLK),
    .RST(RST),
    .RX_IN(RX_IN),
    .prescale(Prescale),
    .edge_cnt(EDGE_CNT),
    .enable(SAMP_EN),
    .sampled_bit(SAMPLED_BIT)
);
deserializer deser_inst(
    .CLK(CLK),
    .RST(RST),
    .s_data(SAMPLED_BIT),
    .deser_en(DESER_EN),
    .P_DATA(P_DATA)
);
parity_check par_chk_inst(
    .CLK(CLK),
    .RST(RST),
    .par_typ(PAR_TYP),
    .sampled_bit(SAMPLED_BIT),
    .P_DATA(P_DATA),
    .enable(PAR_CHK_EN),
    .par_err(PAR_ERR)
);
strt_check strt_chk_inst(
    .CLK(CLK),
    .RST(RST),
    .sampled_bit(SAMPLED_BIT),
    .enable(STRT_CHK_EN),
    .strt_glitch(STRT_GLITCH)
);
stop_check stp_chk_inst(
    .CLK(CLK),
    .RST(RST),
    .sampled_bit(SAMPLED_BIT),
    .enable(STP_CHK_EN),
    .stp_err(STP_ERR)
);
endmodule
module UART #(parameter DATA_WIDTH = 8)(
    input wire TX_CLK,
    input wire RX_CLK,
    input wire RST,
    input wire PAR_TYP,
    input wire PAR_EN,
    input wire[5:0] Prescale,
    input wire[DATA_WIDTH-1:0] TX_IN_P,
    input wire TX_IN_V,
    output wire TX_OUT_S,
    output wire TX_OUT_V,
    input wire RX_IN_S,
    output wire[DATA_WIDTH-1:0] RX_OUT_P,
    output wire RX_OUT_V
);
UART_TX U0_TX(
    .CLK(TX_CLK),
    .RST(RST),
    .PAR_TYP(PAR_TYP),
    .PAR_EN(PAR_EN),
    .P_DATA(TX_IN_P),
    .Data_Valid(TX_IN_V),
    .TX_OUT(TX_OUT_S),
    .Busy(TX_OUT_V)
);
UART_RX U0_RX(
    .CLK(RX_CLK),
    .RST(RST),
    .RX_IN(RX_IN_S),
    .PAR_EN(PAR_EN),
    .PAR_TYP(PAR_TYP),
    .Prescale(Prescale),
    .Data_valid(RX_OUT_V),
    .P_DATA(RX_OUT_P)
);
endmodule
module controller_fsm(
    input wire Data_Valid,
    input wire PAR_EN,
    input wire CLK,
    input wire RST,
    input wire ser_done,
    output reg ser_en,
    output reg[1:0] mux_sel,
    output reg busy
);
localparam[2:0] IDLE = 3'b000,
                START = 3'b001,
                TRANS = 3'b010,
                PARITY = 3'b011,
                STOP = 3'b100;
reg[2:0] cs,ns;
reg busy_c;
always @(posedge CLK, negedge RST) begin
        if(!RST) cs <= IDLE;
        else cs <= ns;
end
always @(*) begin
    ser_en = 1'b0;
    mux_sel = 2'b01;
    busy_c = 1'b0;
    case(cs)
    IDLE: begin
         mux_sel = 2'b01;
         busy_c = 1'b0;
         ser_en = 1'b0;
         ns = (Data_Valid)?START:IDLE;
    end
    START: begin
        mux_sel = 2'b00;
        busy_c = 1'b1;
        ser_en = 1'b0;
        ns = TRANS;
    end
    TRANS: begin
        mux_sel = 2'b10;
        ser_en = 1'b1;
        busy_c = 1'b1;
        ns = (ser_done&PAR_EN)?PARITY:(ser_done&!PAR_EN)?STOP:TRANS;
    end
    PARITY: begin
        mux_sel = 2'b11;
        ser_en = 1'b0;
        busy_c = 1'b1;
        ns = STOP;
    end
    STOP: begin
        mux_sel = 2'b01;
        busy_c = 1'b0;
        ser_en = 1'b0;
        ns = IDLE;
    end
    default: begin
    ser_en = 1'b0;
    mux_sel = 2'b01;
    busy_c = 1'b0;
    ns = IDLE;
    end
    endcase
end
always @(posedge CLK,negedge RST) begin
        if(!RST) busy<=1'b0;
        else busy <= busy_c;
end
endmodule
module data_sampling(
    input wire CLK,
    input wire RST,
    input wire RX_IN,
    input wire[5:0] prescale,
    input wire[5:0] edge_cnt,
    input wire enable,
    output reg sampled_bit
);
reg[2:0] samples;
wire sampled_bit_comb;
wire[4:0] half_edges, half_edges_plus1, half_edges_neg1;
assign half_edges = prescale >> 1;
assign half_edges_neg1 = half_edges - 1'b1;
assign half_edges_plus1 = half_edges + 1'b1;
assign sampled_bit_comb = (samples[1]&samples[0])|(samples[2]&(samples[1]^samples[0]));
always @(posedge CLK, negedge RST) begin
    if(!RST) samples <= 3'd0;
    else if(enable) begin
        if(edge_cnt[4:0] == half_edges_neg1) samples[0] <= RX_IN;
        if(edge_cnt[4:0] == half_edges) samples[1] <= RX_IN;
        if(edge_cnt[4:0] == half_edges_plus1) samples[2] <= RX_IN;
    end
    else samples <= 3'd0;
end
always @(posedge CLK, negedge RST) begin
    if(!RST) sampled_bit <= 1'b0;
    else if(enable) sampled_bit <= sampled_bit_comb;
end
endmodule
module deserializer(
    input wire CLK,
    input wire RST,
    input wire s_data,
    input wire deser_en,
    output reg[7:0] P_DATA
);
always @(posedge CLK, negedge RST) begin
    if(!RST) P_DATA <= 8'd0;
    else if(deser_en) P_DATA <= {s_data,P_DATA[7:1]};
end
endmodule
module edge_bit_counter(
    input wire CLK,
    input wire RST,
    input wire enable,
    input wire par_en,
    input wire[5:0] prescale,
    output reg[3:0] bit_cnt,
    output reg[5:0] edge_cnt
);
always @(posedge CLK, negedge RST) begin
    if(!RST) begin
        bit_cnt <= 4'd0;
        edge_cnt <= 6'd0;
    end
    else if(enable) begin
        if(edge_cnt == prescale-1) begin
            edge_cnt <= 6'd0;
            if(par_en && bit_cnt == 4'b1011) bit_cnt <= 4'd0;
            else if(bit_cnt == 4'b1010) bit_cnt <= 4'd0;
            else bit_cnt <= bit_cnt + 1'b1;
        end
        else edge_cnt <= edge_cnt + 1'b1;
    end
    else begin
        bit_cnt <= 4'd0;
        edge_cnt <= 4'd0;
    end
end
endmodule
module mux4x1(
    input wire CLK,
    input wire RST,
    input wire start_bit,
    input wire stop_bit,
    input wire ser_data,
    input wire par_bit,
    input wire[1:0] mux_sel,
    output reg TX_OUT
);
always @(posedge CLK,negedge RST) begin
    if(!RST) TX_OUT <= 1;
    else begin
    case(mux_sel)
    2'b00: TX_OUT <= start_bit;
    2'b01: TX_OUT <= stop_bit;
    2'b10: TX_OUT <= ser_data;
    2'b11: TX_OUT <= par_bit;
    default: TX_OUT <= 1;
    endcase
    end
end
endmodule
module parity_calc(
    input wire CLK,
    input wire RST,
    input wire Data_Valid,
    input wire[7:0] P_DATA,
    input wire PAR_TYP,
    output reg par_bit
);
reg[7:0] P_DATA_Valid;
wire par_bit_comb;
assign par_bit_comb = PAR_TYP?(~^P_DATA_Valid):(^P_DATA_Valid);
always @(posedge CLK, negedge RST) begin
if(!RST) P_DATA_Valid <= 0;
else if(Data_Valid) P_DATA_Valid <= P_DATA;
end
always @(posedge CLK, negedge RST) begin
        if(!RST) par_bit<=0;
        else par_bit <= par_bit_comb;
end
endmodule
module parity_check(
    input wire CLK,
    input wire RST,
    input wire par_typ,
    input wire sampled_bit,
    input wire[7:0] P_DATA,
    input wire enable,
    output reg par_err
);
always @(posedge CLK, negedge RST) begin
    if(!RST) par_err <= 1'b0;
    else if(enable) begin
        par_err <= (!par_typ)?(sampled_bit != (^P_DATA)):(sampled_bit != ~(^P_DATA));
    end
end
endmodule
module serializer(
input wire[7:0] P_DATA,
input wire ser_en,
input wire busy,
input wire Data_Valid,
input wire CLK,
input wire RST,
output wire ser_done,
output wire ser_data
);
reg[2:0] counter;
reg[7:0] P_DATA_Valid;
always @(posedge CLK, negedge RST) begin
if(!RST) P_DATA_Valid <= 0;
else if(Data_Valid && !busy) P_DATA_Valid <= P_DATA;
else if(ser_en) P_DATA_Valid <= P_DATA_Valid >> 1;
end
always @(posedge CLK, negedge RST) begin
if(!RST)  counter<=0;
else if(ser_en) counter <= counter + 1'b1;
else counter<=1'b0;
end
assign ser_done = (counter==3'b111);
assign ser_data = P_DATA_Valid[0];
endmodule
module stop_check(
    input wire CLK,
    input wire RST,
    input wire sampled_bit,
    input wire enable,
    output reg stp_err
);
always @(posedge CLK, negedge RST) begin
    if(!RST) stp_err <= 1'b0;
    else if(enable) begin
        stp_err <= (sampled_bit != 1'b1)?1'b1:1'b0;
    end
end
endmodule
module strt_check(
    input wire CLK,
    input wire RST,
    input wire sampled_bit,
    input wire enable,
    output reg strt_glitch
);
always @(posedge CLK, negedge RST) begin
    if(!RST) strt_glitch <= 1'b0;
    else if(enable) begin
        strt_glitch <= (sampled_bit != 1'b0)?1'b1:1'b0;
    end
end
endmodule
module uart_rx_fsm(
    input wire clk,
    input wire rst,
    input wire par_en,
    input wire par_err,
    input wire strt_glitch,
    input wire stp_err,
    input wire[5:0] prescale,
    input wire ser_data,
    input wire[3:0] bit_cnt,
    input wire[5:0] edge_cnt,
    output reg counter_en,
    output reg data_samp_en,
    output reg par_chk_en,
    output reg strt_chk_en,
    output reg stp_chk_en,
    output reg deser_en,
    output reg data_valid
);
parameter IDLE = 3'b000,
          START = 3'b001,
          SERIAL = 3'b010,
          PARITY = 3'b011,
          STOP = 3'b100;
reg[2:0] cs,ns;
wire[4:0] half_edges_plus1;
assign half_edges_plus1 = (prescale >> 1) + 2'd2;
always @(posedge clk,negedge rst) begin
    if(!rst) cs <= 3'd0;
    else cs <= ns;
end
always @(*) begin
        case(cs) 
            IDLE: ns = (!ser_data)?START:IDLE;
            START: begin
                if(strt_glitch) ns = IDLE;
                else if(bit_cnt == 4'b0001) ns = SERIAL;
                else ns = START;
            end
            SERIAL: begin
            if(bit_cnt == 4'b1001) begin
                if(par_en)
                    ns = PARITY;
                else
                    ns = STOP;
            end
            else
                ns = SERIAL;
            end
            PARITY: begin
                if(par_err) ns = IDLE;
                else if(bit_cnt == 4'b1010) ns = STOP;
                else ns = PARITY;
            end
            STOP: ns = IDLE;
            default: ns = IDLE;
        endcase
end
always @(*) begin
        counter_en = 1'b0;
        data_samp_en = 1'b0;
        par_chk_en = 1'b0;
        strt_chk_en = 1'b0;
        stp_chk_en = 1'b0;
        deser_en = 1'b0;
        data_valid = 1'b0;
    case(cs) 
    IDLE: begin
        counter_en = 1'b0;
        data_samp_en = 1'b0;
        par_chk_en = 1'b0;
        strt_chk_en = 1'b0;
        stp_chk_en = 1'b0;
        deser_en = 1'b0;
        data_valid = 1'b0;
    end
    START: begin
        counter_en = 1'b1;
        data_samp_en = 1'b1;
        strt_chk_en = (edge_cnt[4:0] == half_edges_plus1)?1'b1:1'b0;
    end
    SERIAL: begin
        counter_en = 1'b1;
        data_samp_en = 1'b1;
        deser_en = (edge_cnt[4:0] == half_edges_plus1)?1'b1:1'b0;
    end
    PARITY: begin
        counter_en = 1'b1;
        data_samp_en = 1'b1;
        par_chk_en = (edge_cnt[4:0] == half_edges_plus1)?1'b1:1'b0;
    end
    STOP: begin
        counter_en = 1'b1;
        data_samp_en = 1'b1;
        stp_chk_en = (edge_cnt[4:0] == half_edges_plus1)?1'b1:1'b0;
        data_valid = (!stp_err)?1'b1:1'b0;
    end
    default: begin
        counter_en = 1'b0;
        data_samp_en = 1'b0;
        par_chk_en = 1'b0;
        strt_chk_en = 1'b0;
        stp_chk_en = 1'b0;
        deser_en = 1'b0;
        data_valid = 1'b0;
    end
    endcase
end
endmodule
==> flow_metrics.py <==
# Generated from Yosys and OpenROAD reports
metrics = {
    "synthesis": {
        "synth_top_flop_cell": "dfrtp_1",
        "yosys_cells": 286,
        "synth_area_mm2": 0.00309,
        "syn_area_per_cell_um2": 10.8,
        "ys_ff": 57,
        "yosys-stat-area_mm2": 0.00309,
        "ys_seq_share_pct": 46.3,
        "async_flop_share_pct": 100,
        "netlist_instances": 286,
        "ys_warn_count": 11,
        "edf_count": 0,
        "synth_cell_types": 55,
    },
    "clock_tree": {
        "cts_hold_buf": 0,
        "cts_resized": 0,
        "post_cts_buffers": 0,
        "cts.clk_slew.worst_paths_ps": 80,
        "cts.sinks": 57,
        "cts_tree": "built",
    },
    "route": {
        "first_iter_violations": 91,
        "post_drt_wl_per_cell_um": 12.9,
        "num_antenna_cells": 0,
        "routed_wl_um": 5410,
        "antenna_left": 0,
        "dr.pass1.iters": 4,
        "viasPerCell": 5.05,
        "remaining_drc_errors": 0,
        "vias": 2118,
    },
    "die": {
        "fp-row-count": 31,
        "die_area_mm2": 0.00808,
        "core_area_mm2": 0.00737,
        "io_pins": 32,
        "initCoreUtil_pct": 41.9,
        "die_y_um": 89.9,
        "die_x_um": 89.9,
    },
    "grt": {
        "grt_antenna_before_repair": 0,
        "grt_max_degree": 32,
        "grtUsageTotal_pct": 14.3,
        "grt_first_pass_wirelength_um": 9360,
        "grt_pass1_vias": 2023,
        "grt_overflow": 0,
    },
    "layout": {
        "utilization_pct": 49.0,
        "fin_area_mm2": 0.00361,
        "drive_gt1_share_pct": 12.8,
        "fin_cells": 419,
        "layout-area-overhead-vs-synth_pct": 16.8,
    },
    "power_and_ir_drop": {
        "power_density_mw_per_mm2": 465,
        "ir_drop_mv": 0.256,
        "p_leak_nw": 1.57,
        "p_total_mw": 1.68,
    },
    "sta": {
        "finalHoldViolations": 0,
        "worst_slack_ps": 586,
        "report.final.setup_viol": 0,
        "worstMarginPinSlew_ps": 688,
        "tns_ps": 0,
        "whs_ps": 433,
        "skew_ps": 1.79,
        "slew_violations": 0,
        "worst_slew_margin_rel_pct": 54.1,
        "rsz0062_at_grt": "no",
    },
    "critical_path": {
        "critPathRequiredTime_ps": 3670,
        "crit_type": "in2reg",
        "start_kind": "input pin",
        "crit_fanout": 6,
        "critPathCaptureType": "register",
        "worstPathArrival_ps": 3090,
    },
    "place": {
        "gp_routability_congestion": 0.836,
        "place_area_mm2": 0.00347,
        "port_buffers": 30,
        "hpwl_um": 3940,
        "post-place-ws_ps": 317,
        "place_inst": 407,
    },
    "outcome": {
        "status": "complete, no violations",
    },
    "flow_run": {
        "cap_violations": 0,
        "warnings": 30,
    },
    "worst_hold_path": {
        "hold_class": "reg2reg",
    },
}
==> cell usage in the layout (no fill, tap or decap), types with 4 or more instances in the layout <==
master,n
nand2_1,24
buf_4,4
ha_1,11
mux2_2,18
dfrtp_1,54
nand3_1,6
inv_1,10
nand2b_1,4
nor2b_1,6
clkbuf_8,9
a21oi_1,12
xor2_1,10
o21ai_0,14
xnor2_1,28
clkdlybuf4s50_1,29
nor3_1,7
mux2i_1,11
nor2_1,9
==> per-layer routing <==
metal	share of wire, %	track usage (%)
met5	0	0
met4	1.1	1.88
met3	2.7	2.15
met2	46	22.4
met1	51	22.5
==> where the power goes <==
part           leakage (nW)  switching (mW)  internal, mW
combinational         0.753           0.185         0.194
sequential            0.745          0.0945         0.758
clock                0.0683           0.206         0.241
total                  1.57           0.485          1.19
==> state kept, by name, summed over array words and instances (netlist names), 3 cells and up <==
register	flops
U0_TX.U0_SER.counter	3
U0_RX.deser_inst.P_DATA	8
U0_RX.fsm_inst.cs	5
U0_RX.samp_inst.samples	3
U0_TX.U0_SER.P_DATA_Valid	8
U0_TX.U0_FSM.cs	5
U0_RX.counter_inst.bit_cnt	4
U0_TX.U0_PARITY_CALC.P_DATA_Valid	8
U0_RX.counter_inst.edge_cnt	6
==> layout make-up <==
class                      count  area (µm²)
multi-input combinational    207        1560
clock buffer                  12         135
timing repair buffer          34         325
fill                         672        3760
tap                           99         124
inverter                      10        37.5
sequential                    57        1430
==> kinds of logic after synthesis <==
family | Yosys count | synth area share, %
simple gates | 79 | 13.6
xor+xnor | 40 | 12.2
buf+inv | 22 | 3.32
compound gates | 48 | 10.0
fa+ha+maj | 11 | 4.45
mux | 29 | 10.1
flops | 57 | 46.3
==> worst max-delay path, cell delays in order <==
cell,delay [ps]
clkdlybuf4s50_1,560
inv_1,190
ha_1,260
a21boi_0,360
and3_1,240
o221ai_2,140
or3_1,360
a221oi_1,280
==> final timing paths <==
check / startpoint / end / slack [ps] / cells after the start
worst min register to register: U0_TX.U0_FSM.cs[1] / U0_TX.U0_FSM.cs[0] / 430 / 1
min in group clk0: U0_RX.fsm_inst.cs[0] / U0_RX.fsm_inst.cs[3] / 520 / 2
max in group clk1: TX_IN_V / U0_TX.U0_SER.P_DATA_Valid[6] / 1670 / 5
max in group asynchronous: RST / U0_TX.U0_FSM.cs[0] / 2180 / 2
min in group asynchronous: RST / U0_RX.samp_inst.samples[1] / 460 / 1
worst min-delay path: U0_TX.U0_FSM.cs[1] / U0_TX.U0_FSM.cs[0] / 430 / 1
worst max-delay path: Prescale[2] / U0_RX.counter_inst.bit_cnt[1] / 590 / 8
worst max register to register: U0_RX.counter_inst.edge_cnt[2] / U0_RX.counter_inst.bit_cnt[1] / 1580 / 5
==> synthesized netlist by cell type (2+ instances only) <==
cell      instances  area, µm²
clkbuf_1          7       26.3
nand4_1           2       12.5
xor2_1           10       87.6
xnor2_1          28        245
nand3_1           6       30.0
nor3b_1           2       15.0
mux2i_1          11        110
nor3_1            7       35.0
a21o_1            2       15.0
mux2_2           18        203
nand2_1          24       90.1
nand2b_1          4       25.0
nor2b_1           6       37.5
inv_1            10       37.5
a31oi_1           3       18.8
ha_1             11        138
o21ai_0          14       70.1
dfstp_2           3       78.8
and3_1            3       18.8
and2_1            3       18.8
nor2_1            9       33.8
nor4_1            3       18.8
a221oi_1          2       17.5
or3_1             3       18.8
dfrtp_1          54       1350
a21oi_1          12       60.1
Power figures rest on the tool's default switching activity, not on a simulated workload.
