--- design/flow/config.mk ---
export PLATFORM = sky130hd
export DESIGN_NAME = REG_FILE
export DESIGN_NICKNAME = REG_FILE
export VERILOG_FILES = /design/flow/design.v
export SDC_FILE = /design/flow/constraint.sdc
export NUM_CORES = 4
export LEC_CHECK = 1
export CORE_UTILIZATION = 50
--- design/flow/constraint.sdc ---
current_design REG_FILE

set clk_period 1.7
set clk_io_pct 0.2

create_clock -name clk0 -period $clk_period [get_ports {CLK}]

set non_clock_inputs [all_inputs -no_clocks]
set_input_delay [expr $clk_period * $clk_io_pct] -clock clk0 $non_clock_inputs
set_output_delay [expr $clk_period * $clk_io_pct] -clock clk0 [all_outputs]
--- design/flow/design.v ---
module REG_FILE #(
    parameter WR_WIDTH = 8,
              RD_WIDTH = 8,
              ADDR_WIDTH = 4,
              REG_WIDTH = 8
)
(
    input wire[WR_WIDTH-1:0] WrData,
    input wire[ADDR_WIDTH-1:0] Address,
    input wire WrEn,
    input wire RdEn,
    input wire CLK,
    input wire RST,
    output reg[RD_WIDTH-1:0] RdData,
    output reg RdData_Valid,
    output wire[REG_WIDTH-1:0] REG0,
    output wire[REG_WIDTH-1:0] REG1,
    output wire[REG_WIDTH-1:0] REG2,
    output wire[REG_WIDTH-1:0] REG3
);
reg[WR_WIDTH-1:0] regfile[15:0];
integer i;
always @(posedge CLK,negedge RST) begin
     if(!RST) begin
        for(i=0;i<16;i=i+1) begin
            if(i==2) regfile[i] <= 'b100000_01;
            else if(i==3) regfile[i] <= 'b00100000;
            else regfile[i]<=0;
        end
         RdData<={RD_WIDTH{1'b0}};
         RdData_Valid <= 1'b0;
     end
     else begin
        if(WrEn) regfile[Address]<=WrData;
        else if(RdEn) begin
            RdData <= regfile[Address];
            RdData_Valid <= 1'b1;
        end
        else begin
         RdData<={RD_WIDTH{1'b0}};
         RdData_Valid <= 1'b0;
        end
     end
end
    assign REG0 = regfile[0];
    assign REG1 = regfile[1];
    assign REG2 = regfile[2];
    assign REG3 = regfile[3];
endmodule
--- design/flow/run.sh ---
#!/bin/bash
# OpenROAD 26Q1-2900-gdf79404cd8, Yosys 0.63+post, stock flow scripts
make -C /OpenROAD-flow-scripts/flow DESIGN_CONFIG=/design/flow/config.mk WORK_HOME=/design/flow/orfs finish
==> run notes <==
flow finished, numbers: DIE AREA=13320 um2, library cell contributing the largest single delay on the critical path=clkdlybuf4s50_1, maximum root-to-sink buffer count=2, worst-case clock skew=0.005615 ns, Gate power share=19.1%, Worst path top cell family by delay=buffers and inverters, antenna violations before repair=0, starting DRC count in detailed routing=258, post-synthesis instance total=481, setup slack of the worst register-to-register path=about 0.07 ns, arrival time at the worst endpoint=approximately 1.3 ns, floorplan-stage core utilization=51.17%, CP cell instances=clkdlybuf4s50_1, first-pass iteration count of the detailed router=4, count of flip-flops with a built-in enable after synthesis=0, area figure in the yosys stat output=6431 um2, Switching Power=between 2 and 3 mW, main area contributors=dfrtp_1 52%, mux2_2 23%, mux2i_1 2.8%, achievable clock frequency=just over 600 MHz, pin count of the biggest net entering global routing=59, Die Wd=115.4 um, buffer and inverter count on the worst path=1, r2r startpoint=regfile[11][6], final design utilization=between 60% and 70%, Core Footprint=about 13000 um2, setup repair after global routing missed its margin=no, dominant register cell=dfrtp_1, kind of end point of the critical path=output pin, share of the yosys chip area belonging to registers=between 50% and 60%, hold slack final=approximately 0.45 ns, tightest slew margin relative to the limit=73.98%, Slew Viols, Final=0, switching part of the total=about a quarter, Synthesis Warnings=2, number of sinks handled by clock tree synthesis=about 140, TritonCTS clock tree=built, static leakage=between 3 and 4 nW, via count=approximately 4500, GRT Residual Overflow=0, part of the power in registers=44.4%, area added between synthesis and finish=33.33%, terminus of the critical flop-to-flop path=RdData[6], final count of negative-setup-slack endpoints=0, count of warning messages emitted by the tools=26, Internal Dissipation=about 7.4 mW, post-route minimum period=approximately 1.6 ns, # DRC=0, Vias/cell=about 5.7, first-pass GRT wire length=roughly 26000 um, count of input and output buffers=56, R2R depth=4, Yosys cell types=a little under 60, Routed Antenna Nets=0, WL/cell=20.47 um, Inserted Clock Buffers=17, total of max-cap violations=0, post-synth top area cell=dfrtp_1, die extent in y=between 100 and 150 um, Detail Placement HPWL=11630 um, summed negative setup slack over all endpoints=0 ns, critical path type=flip-flop to output pin, total wirelength of the detailed-routed design=about 16000 um, number of instances in the placed design=around 760, filler-free cell count of the finished design=between 700 and 800, number of cells in Yosys stat=~480, via count of the first global-routing pass=4450, Total Routing Usage GR=27.57%, fraction of post-synthesis cell area in the top cell type by area=52.14%, flops & latches, synth=about 140, layout cells sized above 1=46.24%, Inserted Diodes=0, crit path DRT=roughly 1.4 ns, Clock Latency Late Sink=between 0.4 and 0.5 ns, total non-filler cell area in the finished layout=between 8000 and 9000 um2, Power Density=~1200 nW/um2, Least-Margin Pin Slew=roughly 0.38 ns, critical path's largest stage delay=just under 0.5 ns, worst supply voltage drop on vdd=just under 0.9 mV, CP startpoint kind=flip-flop, Async SR Flop Fraction=roughly 100%, share of the clock period used by the worst path after layout=a little over nine tenths, H-tree depth=4, final weighted congestion in routability-driven placement=around 0.93, final hold viol count=0, average footprint of a synthesized cell=13.37 um2, part of the total power dissipated in the clock network=36.5%, number of placed I/O pins=~57, area of the mapped netlist=6431 um2, Max Fanout on Critical Path=3, kind of path behind the tightest hold check=primary input to asynchronous set/reset pin, root buffer cell=clkbuf_16, clock-pin slew reported for the worst setup and hold paths after clock tree synthesis=around 0.060 ns, run status=complete, no violations, placed inst area=between 7000 and 8000 um2, row count=between 40 and 50
==> power groups by stage <==
| stage | Clock [mW] | Sequential (mW) | Combinational [mW] |
|---|---|---|---|
| after CTS | 3.73 | 4.44 | 1.92 |
| after global routing | 3.89 | 4.54 | 2.10 |
| final | 3.67 | 4.45 | 1.92 |
==> cell families after synthesis <==
logic type | share of synthesized area [%]
muxes | 26.26
DFF | 53.37
AOI/OAI and AO/OA | 9.922
and+or+nand+nor | 7.743
buffers and inverters | 2.704
==> what timing repair did <==
item                       4_1_cts  5_1_grt
pin swaps                        1        1
setup endpoints to repair       46        2
buffers inserted                 3        0
hold buffers                     2        0
gates resized                   14        5
hold endpoints to repair        28        0
==> cell usage in the layout (no fill, tap or decap), drive strengths merged, types with 7 or more instances in the layout <==
master / n
buf: 91
dfrtp: 134
a22oi: 12
mux2: 134
a21oi: 14
a221oi: 11
inv: 7
mux2i: 18
clkdlybuf4s50: 47
o21ai: 10
nor2: 12
clkbuf: 17
nand2: 15
==> cell type report <==
class / instances / area, um2
Sequential cell: 137 / 3432
Clock inverter: 15 / 167.7
Clock buffer: 17 / 425.4
Fill cell: 895 / 3994
Timing Repair Buffer: 145 / 1439
Multi-Input combinational cell: 309 / 2888
Tap cell: 172 / 215.2
Inverter: 2 / 7.507
==> how the worst max path moves through the flow <==
stage	depth (start not counted)	end	startpoint	slack, ns
after CTS	4	RdData[6]	regfile[11][6]	0.01
after global routing	4	RdData[6]	regfile[11][6]	0.001
final	1	REG2[1]	regfile[2][1]	0.06
==> per-layer routing <==
| metal | GRT usage (%) | wire length (um) | part of all wire (%) |
|---|---|---|---|
| met2 | 39.04 | 7199 | 44 |
| met3 | 7.192 | 1052 | 6.4 |
| met5 | 0 | 0 | 0 |
| met4 | 3.030 | 184 | 1.1 |
| met1 | 46.70 | 7876 | 48 |
==> flip-flops by register name (all words and copies together) (netlist names) <==
name / cells
RdData: 8
RdData_Valid: 1
regfile: 128
==> cells in the mapped netlist (5+ instances only) <==
library cell and n:
nand3b_1 5, o21ai_0 10, nor2_2 9, a21oi_1 14, a22oi_1 12, clkbuf_1 15, o221a_2 5, a221oi_1 11
a32oi_1 6, and3_1 6, buf_4 6, mux2i_1 18, buf_2 10, a211o_1 6, nand2_1 15, o22ai_1 5
mux2_2 134, dfrtp_1 134
==> stage by stage <==
step                      power [mW]  worst slack (ns)
after detailed placement       6.367           -0.5757
after CTS                      10.09           0.01040
final                          10.04           0.06439
after floorplan                5.375          -0.04077
after global placement         6.310           -0.5110
after global routing           10.53          0.001372
Power is estimated from default activity; no workload was simulated.
