[design/flow/config.mk]
export PLATFORM = sky130hd
export DESIGN_NAME = ASYNC_FIFO
export DESIGN_NICKNAME = ASYNC_FIFO
export VERILOG_FILES = /design/flow/design.v
export SDC_FILE = /design/flow/constraint.sdc
export NUM_CORES = 4
export LEC_CHECK = 1
export CORE_UTILIZATION = 30
[design/flow/constraint.sdc]
current_design ASYNC_FIFO

set clk_period 2.6
set clk_io_pct 0.2

create_clock -name clk0 -period $clk_period [get_ports {R_CLK}]
create_clock -name clk1 -period $clk_period [get_ports {W_CLK}]

set non_clock_inputs [all_inputs -no_clocks]
set_input_delay [expr $clk_period * $clk_io_pct] -clock clk0 $non_clock_inputs
set_output_delay [expr $clk_period * $clk_io_pct] -clock clk0 [all_outputs]
[design/flow/design.v]
module ASYNC_FIFO #(
  parameter   DATA_WIDTH_TOP = 8,
              PTR_WIDTH_TOP = 4,
              FIFO_DEPTH_TOP = 8
)
(
    input wire W_CLK,
    input wire W_RST,
    input wire W_INC,
    input wire R_CLK,
    input wire R_RST,
    input wire R_INC,
    input wire[DATA_WIDTH_TOP-1:0] WR_DATA,
    output wire[DATA_WIDTH_TOP-1:0] RD_DATA,
    output wire FULL,
    output wire EMPTY
);
wire[PTR_WIDTH_TOP-1:0] gray_w_ptr_tp,
                        gray_r_ptr_tp,
                        rq2_wptr_tp,
                        wq2_rptr_tp;
wire[PTR_WIDTH_TOP-2:0] w_addr_tp,
                        r_addr_tp;
FIFO_MEM_CNTRL #(
    .DATA_WIDTH(DATA_WIDTH_TOP),
    .PTR_WIDTH(PTR_WIDTH_TOP),
    .FIFO_DEPTH(FIFO_DEPTH_TOP)
) U0_FIFO_MEM_CNTRL(
    .w_data(WR_DATA),
    .w_clk(W_CLK),
    .w_rst_n(W_RST),
    .w_inc(W_INC),
    .w_full(FULL),
    .w_addr(w_addr_tp),
    .r_addr(r_addr_tp),
    .r_data(RD_DATA)
);
FIFO_WR #(.PTR_WIDTH(PTR_WIDTH_TOP)) U0_FIFO_WR(
    .w_clk(W_CLK),
    .w_rst_n(W_RST),
    .w_inc(W_INC),
    .wq2_rptr(wq2_rptr_tp),
    .w_addr(w_addr_tp),
    .w_full(FULL),
    .gray_w_ptr(gray_w_ptr_tp)
);
FIFO_RD #(.PTR_WIDTH(PTR_WIDTH_TOP)) U0_FIFO_RD(
    .r_clk(R_CLK),
    .r_rst_n(R_RST),
    .r_inc(R_INC),
    .rq2_wptr(rq2_wptr_tp),
    .r_addr(r_addr_tp),
    .r_empty(EMPTY),
    .gray_r_ptr(gray_r_ptr_tp)
);
BIT_SYNC #(
    .BUS_WIDTH(PTR_WIDTH_TOP),
    .NUM_STAGES(2)
    ) U0_SYNC_W2R(
        .ASYNC(gray_w_ptr_tp),
        .CLK(R_CLK),
        .RST(R_RST),
        .SYNC(rq2_wptr_tp)
    );
BIT_SYNC #(
    .BUS_WIDTH(PTR_WIDTH_TOP),
    .NUM_STAGES(2)
    ) U1_SYNC_R2W(
        .ASYNC(gray_r_ptr_tp),
        .CLK(W_CLK),
        .RST(W_RST),
        .SYNC(wq2_rptr_tp)
    );
endmodule
module BIT_SYNC #(
    parameter BUS_WIDTH = 1,
              NUM_STAGES = 2
)
(
    input wire[BUS_WIDTH-1:0] ASYNC,
    input wire CLK,
    input wire RST,
    output reg[BUS_WIDTH-1:0] SYNC
);
reg[BUS_WIDTH-1:0] q[0:NUM_STAGES-1];
integer i;
always @(posedge CLK, negedge RST) begin
    if(!RST) begin
        for(i=0;i<NUM_STAGES;i=i+1)
        q[i]<=0;
    end
    else begin
        q[0]<=ASYNC;
        for(i=1;i<NUM_STAGES;i=i+1) 
            q[i]<=q[i-1];
    end
end
always @(*) SYNC=q[NUM_STAGES-1];
endmodule
module FIFO_MEM_CNTRL #(
    parameter DATA_WIDTH = 8,
              PTR_WIDTH = 4,
              FIFO_DEPTH = 8
)
(
    input wire[DATA_WIDTH-1:0] w_data,
    input wire w_full,
    input wire w_inc,
    input wire[PTR_WIDTH-2:0] w_addr,
    input wire w_clk,
    input wire w_rst_n,
    input wire[PTR_WIDTH-2:0] r_addr,
    output wire[DATA_WIDTH-1:0] r_data
);
reg[DATA_WIDTH-1:0] fifo[0:FIFO_DEPTH-1];
integer i;
always @(posedge w_clk, negedge w_rst_n) begin
    if(!w_rst_n) 
        for(i=0;i<FIFO_DEPTH;i=i+1)
            fifo[i] <= {DATA_WIDTH{1'b0}};
    else begin
        if(w_inc && !w_full)
            fifo[w_addr] <= w_data;
    end
end
assign r_data = fifo[r_addr];
endmodule
module FIFO_RD #(
    parameter PTR_WIDTH = 4
)
(
    input wire r_clk,
    input wire r_rst_n,
    input wire r_inc,
    input wire[PTR_WIDTH-1:0] rq2_wptr,
    output wire[PTR_WIDTH-2:0] r_addr,
    output wire r_empty,
    output reg[PTR_WIDTH-1:0] gray_r_ptr
);
integer i;
reg[PTR_WIDTH-1:0] r_ptr;
assign r_addr = r_ptr[PTR_WIDTH-2:0];
always @(posedge r_clk, negedge r_rst_n) begin
    if(!r_rst_n) r_ptr <= {PTR_WIDTH{1'b0}};
    else if(r_inc && !r_empty) r_ptr <= r_ptr + 1'b1;
end
always @(*) begin
    gray_r_ptr[PTR_WIDTH-1] = r_ptr[PTR_WIDTH-1];
    for(i=PTR_WIDTH-2;i>-1;i=i-1)
        gray_r_ptr[i] = r_ptr[i+1] ^ r_ptr[i];
end
assign r_empty = (gray_r_ptr==rq2_wptr);
endmodule
module FIFO_WR #(
    parameter PTR_WIDTH = 4
)
(
    input wire w_clk,
    input wire w_rst_n,
    input wire w_inc,
    input wire[PTR_WIDTH-1:0] wq2_rptr,
    output wire[PTR_WIDTH-2:0] w_addr,
    output wire w_full,
    output reg[PTR_WIDTH-1:0] gray_w_ptr
);
integer i;
reg[PTR_WIDTH-1:0] w_ptr;
assign w_addr = w_ptr[PTR_WIDTH-2:0];
always @(posedge w_clk, negedge w_rst_n) begin
    if(!w_rst_n) w_ptr <= {PTR_WIDTH{1'b0}};
    else if(w_inc && !w_full) w_ptr <= w_ptr + 1'b1;
end
always @(*) begin
    gray_w_ptr[PTR_WIDTH-1] = w_ptr[PTR_WIDTH-1];
    for(i=PTR_WIDTH-2;i>-1;i=i-1)
        gray_w_ptr[i] = w_ptr[i+1] ^ w_ptr[i];
end
assign w_full = (gray_w_ptr[PTR_WIDTH-1] != wq2_rptr[PTR_WIDTH-1]) && 
                (gray_w_ptr[PTR_WIDTH-2] != wq2_rptr[PTR_WIDTH-2]) && 
                (gray_w_ptr[PTR_WIDTH-3:0] == wq2_rptr[PTR_WIDTH-3:0]);
endmodule
[design/flow/run.sh]
#!/bin/bash
# OpenROAD 26Q1-2900-gdf79404cd8, Yosys 0.63+post, stock flow scripts
make -C /OpenROAD-flow-scripts/flow DESIGN_CONFIG=/design/flow/config.mk WORK_HOME=/design/flow/orfs finish
==> impl_metrics.toml <==
# physical design summary
[global_routing]
grt_pass1_wl_um = 14500
grt_max_degree = 54
grt.overflow.total = 0
track_usage_pct = 13.7
antenna_found_initial = 0
grt_pass1_vias = 2616

[timing]
rsz0062_at_grt = "yes"
finalSetupViolCount = 0
setup_tns_ns = 0
hold_viol_final = 0
finClkSkew_ns = 0.00474
relSlewSlack_pct = 53.6
tightest_slew_ns = 0.696
maxSlewViolCount = 0

[routing]
drt-total-wl_um = 8980
viasPerCell = 4.87
drtIter0Drc = 147
wl_per_cell_um = 17.5
antenna_left = 0
dr_total_vias = 2502
drc_errors = 0
firstDrtPassIters = 4
diodes = 0

[setup_path]
worstSetupPathType = "reg -> out"
crit_arrival_ns = 2.05
r2r_slack_ns = 0.38
crit_fanout = 5
crit_start = "U0_FIFO_RD.r_ptr[0]"
r2r-start = "U0_FIFO_WR.w_ptr[2]"
worstPathRequired_ns = 2.08
endpoint_kind = "output port"
worstRegToRegCells = 6
r2r_end = "U0_FIFO_MEM_CNTRL.fifo[0][7]"
critPathLaunchType = "flip-flop"

[clock_tree]
cts_tree = "yes"
cts_sinks = 88
clkTransAtPathRegs_ns = 0.06

[floorplan]
die-area_um2 = 13900
rows = 41
dieHeight_um = 118
initial_core_util_pct = 31.3
fp.coreArea_um2 = 12900
dieWidth_um = 118
ios = 24

[synth]
netlist_area_um2 = 4030
async_reset_ff_share_pct = 100
synth_flop_count = 88
synth_seq_share_pct = 54.6
ys_cells = 281
synth_cells = 281
top_cell = "dfrtp_1"
netlist_top_cells_area = "dfrtp_1 (55%), mux2_4 (12%), mux2_2 (9.5%)"
ys_area_um2 = 4030
edf_count = 0
ys_warn_count = 6
avgSynthCellArea_um2 = 14.4
synth_top_cell_by_area = "dfrtp_1"
yosys.area.top_type_share_pct = 54.6
ys_types = 32
synthTopCellsByCount = "dfrtp_1 (88), mux2_2 (34), mux2_4 (32), ha_1 (14)"
yosys_most_used_dff = "dfrtp_1"

[placement]
io_buffers = 22
place.gp.congestion = 0.742
dpl_cell_area_um2 = 4570
hpwl_um = 5580

[run]
maxCapViolCount = 0
tool_warnings = 36

[cells_and_area]
drive_above_1_share_pct = 49.1
final_cell_area_um2 = 5270
n_fill_cell = 1149
syn2layout_area_growth_pct = 30.8

[power]
total_power_uw = 7710
cellLeakagePower_uw = 0.00229
irDropWorstVdd_mv = 0.501
power_density_nw_per_um2 = 1460

[run_status]
status = "completed"

[hold_path]
min_path_type = "in -> async"
-- report_power, final --
part | switching (uW) | internal [uW]
Sequential | 455 | 2090
Combinational | 1500 | 2100
Clock | 558 | 1000
Total | 2510 | 5190
-- worst max-delay path, cell delays in order, from the launching register on --
cell,delay (ns)
dfrtp_2,0.44
buf_6,0.13
ha_4,0.18
buf_6,0.14
nor2b_4,0.12
buf_6,0.13
a222oi_1,0.35
a41oi_2,0.18
buf_2,0.14
-- per-layer routing --
metal  vias up  share of wire, %  GRT usage, %
met5         -                 0             0
met4         0               1.5          2.08
met3        11               4.3          2.17
met2        54                46          20.9
met1      1294                48          21.6
li1       1143                 -             -
-- cell usage in the layout, fill, tap and decap left out, types with 5 or more instances in the layout --
cell type / synthesis / layout
xnor2_1: 9 / 6
nand2_1: 10 / 9
mux2_4: 32 / 32
nor2_1: 10 / 9
a41oi_2: 1 / 5
buf_4: 0 / 28
a221oi_2: 0 / 6
ha_4: 0 / 8
ha_1: 14 / 6
clkbuf_16: 0 / 12
mux2_2: 34 / 34
clkdlybuf4s50_1: 0 / 13
a22o_1: 5 / 5
buf_6: 5 / 7
a222oi_1: 8 / 8
dfrtp_1: 88 / 84
-- cells by family (layout without fill, tap and decap cells) --
group / count (synthesis) / in the layout / synth area share (%)
flip-flops: 88 / 88 / 54.6
multiplexers: 69 / 69 / 22.2
AND-OR/OR-AND: 38 / 38 / 7.88
AND/OR/NAND/NOR: 35 / 35 / 4.56
buffers and inverters: 24 / 85 / 3.26
adder cells (fa/ha/maj): 14 / 14 / 4.34
XOR/XNOR: 13 / 13 / 3.20
-- stage by stage --
stage	setup slack (ns)	hold slack (ns)	util, %	cells
after global routing	-0.115	0.265	41.0	514
after CTS	-0.126	0.251	40.0	507
final	0.0296	0.231	41.0	514
after detailed placement	-0.00903	0.335	35.5	484
after floorplan	0.223	0.224	-	281
after global placement	0.0126	0.331	35.5	484
-- registers in the layout, summed over array words and instances, names as in the netlist --
| name | flops |
|---|---|
| U0_FIFO_MEM_CNTRL.fifo | 64 |
| U0_FIFO_RD.r_ptr | 4 |
| U0_FIFO_WR.w_ptr | 4 |
| U0_SYNC_W2R.q | 8 |
| U1_SYNC_R2W.q | 8 |
-- layout make-up --
| class | count | area [um^2] | share of cell area [%] |
|---|---|---|---|
| Clock buffer | 15 | 332 | 6.29 |
| Sequential cell | 88 | 2210 | 41.9 |
| Timing Repair Buffer | 59 | 507 | 9.61 |
| Tap cell | 172 | 215 | 4.08 |
| Inverter | 7 | 26.3 | 0.498 |
| Clock inverter | 4 | 55.1 | 1.04 |
| Multi-Input combinational cell | 169 | 1930 | 36.6 |
-- how the worst max path moves through the flow --
stage	cells after the start	end	slack, ns
finish	8	RD_DATA[7]	0.03
global route	8	RD_DATA[4]	-0.12
CTS	8	RD_DATA[2]	-0.13
-- repair_timing --
item / in CTS / in global routing
hold buffers: 0 / 0
buffers inserted: 3 / 7
resized: 49 / 28
hold endpoints to repair: 0 / 0
pin swaps: 17 / 17
setup endpoints to repair: 9 / 10
gates cloned: 1 / 0
